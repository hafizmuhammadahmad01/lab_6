**config.mk**
```make
export PLATFORM = sky130hd
export DESIGN_NAME = lab6
export DESIGN_NICKNAME = lab6
export VERILOG_FILES = /design/flow/design.v
export SDC_FILE = /design/flow/constraint.sdc
export NUM_CORES = 4
export LEC_CHECK = 1
export CORE_UTILIZATION = 30
```
**constraint.sdc**
```tcl
current_design lab6

set clk_period 1.3
set clk_io_pct 0.2

create_clock -name clk0 -period $clk_period [get_ports {clk}]

set non_clock_inputs [all_inputs -no_clocks]
set_input_delay [expr $clk_period * $clk_io_pct] -clock clk0 $non_clock_inputs
set_output_delay [expr $clk_period * $clk_io_pct] -clock clk0 [all_outputs]
```
**design.v**
```verilog
`timescale 1ns / 1ps
module lab6(
    input logic [3:0] num,
    input logic [2:0] sel,
    input logic clk,
    input logic reset,
    input logic write,
    output logic [7:0] d,
    output logic [6:0] seg
);
    logic [7:0][6:0] m; 
    always_ff @(posedge clk or posedge reset) begin 
        if(reset) begin
            m[0] = 7'h1;
            m[1] = 7'h1;
            m[2] = 7'h1;
            m[3] = 7'h1;
            m[4] = 7'h1;
            m[5] = 7'h1;
            m[6] = 7'h1;
            m[7] = 7'h1;
            end
        else begin
            if(write) begin
                case(sel)
                    3'h0: begin
                        case(num)
                            4'h0: m[0] <= 7'b0000001;
                            4'h1: m[0] <= 7'b1001111;
                            4'h2: m[0] <= 7'b0010010;
                            4'h3: m[0] <= 7'b0000110;
                            4'h4: m[0] <= 7'b1001100;
                            4'h5: m[0] <= 7'b0100100;
                            4'h6: m[0] <= 7'b0100000;
                            4'h7: m[0] <= 7'b0001111;
                            4'h8: m[0] <= 7'b0000000;
                            4'h9: m[0] <= 7'b0001100;
                            4'ha: m[0] <= 7'b0001000;
                            4'hb: m[0] <= 7'b1100000;
                            4'hc: m[0] <= 7'b0110000;
                            4'hd: m[0] <= 7'b1000010;
                            4'he: m[0] <= 7'b0110000;
                            4'hf: m[0] <= 7'b0111000;
                         endcase
                    end
                    3'h1: begin
                        case(num)
                            4'h0: m[1] <= 7'b0000001;
                            4'h1: m[1] <= 7'b1001111;
                            4'h2: m[1] <= 7'b0010010;
                            4'h3: m[1] <= 7'b0000110;
                            4'h4: m[1] <= 7'b1001100;
                            4'h5: m[1] <= 7'b0100100;
                            4'h6: m[1] <= 7'b0100000;
                            4'h7: m[1] <= 7'b0001111;
                            4'h8: m[1] <= 7'b0000000;
                            4'h9: m[1] <= 7'b0001100;
                            4'ha: m[1] <= 7'b0001000;
                            4'hb: m[1] <= 7'b1100000;
                            4'hc: m[1] <= 7'b0110000;
                            4'hd: m[1] <= 7'b1000010;
                            4'he: m[1] <= 7'b0110000;
                            4'hf: m[1] <= 7'b0111000;
                         endcase
                    end
                    3'h2: begin
                        case(num)
                            4'h0: m[2] <= 7'b0000001;
                            4'h1: m[2] <= 7'b1001111;
                            4'h2: m[2] <= 7'b0010010;
                            4'h3: m[2] <= 7'b0000110;
                            4'h4: m[2] <= 7'b1001100;
                            4'h5: m[2] <= 7'b0100100;
                            4'h6: m[2] <= 7'b0100000;
                            4'h7: m[2] <= 7'b0001111;
                            4'h8: m[2] <= 7'b0000000;
                            4'h9: m[2] <= 7'b0001100;
                            4'ha: m[2] <= 7'b0001000;
                            4'hb: m[2] <= 7'b1100000;
                            4'hc: m[2] <= 7'b0110000;
                            4'hd: m[2] <= 7'b1000010;
                            4'he: m[2] <= 7'b0110000;
                            4'hf: m[2] <= 7'b0111000;
                         endcase
                    end
                    3'h3: begin
                        case(num)
                            4'h0: m[3] <= 7'b0000001;
                            4'h1: m[3] <= 7'b1001111;
                            4'h2: m[3] <= 7'b0010010;
                            4'h3: m[3] <= 7'b0000110;
                            4'h4: m[3] <= 7'b1001100;
                            4'h5: m[3] <= 7'b0100100;
                            4'h6: m[3] <= 7'b0100000;
                            4'h7: m[3] <= 7'b0001111;
                            4'h8: m[3] <= 7'b0000000;
                            4'h9: m[3] <= 7'b0001100;
                            4'ha: m[3] <= 7'b0001000;
                            4'hb: m[3] <= 7'b1100000;
                            4'hc: m[3] <= 7'b0110000;
                            4'hd: m[3] <= 7'b1000010;
                            4'he: m[3] <= 7'b0110000;
                            4'hf: m[3] <= 7'b0111000;
                         endcase
                    end
                    3'h4: begin
                        case(num)
                            4'h0: m[4] <= 7'b0000001;
                            4'h1: m[4] <= 7'b1001111;
                            4'h2: m[4] <= 7'b0010010;
                            4'h3: m[4] <= 7'b0000110;
                            4'h4: m[4] <= 7'b1001100;
                            4'h5: m[4] <= 7'b0100100;
                            4'h6: m[4] <= 7'b0100000;
                            4'h7: m[4] <= 7'b0001111;
                            4'h8: m[4] <= 7'b0000000;
                            4'h9: m[4] <= 7'b0001100;
                            4'ha: m[4] <= 7'b0001000;
                            4'hb: m[4] <= 7'b1100000;
                            4'hc: m[4] <= 7'b0110000;
                            4'hd: m[4] <= 7'b1000010;
                            4'he: m[4] <= 7'b0110000;
                            4'hf: m[4] <= 7'b0111000;
                         endcase
                    end
                    3'h5: begin
                        case(num)
                            4'h0: m[5] <= 7'b0000001;
                            4'h1: m[5] <= 7'b1001111;
                            4'h2: m[5] <= 7'b0010010;
                            4'h3: m[5] <= 7'b0000110;
                            4'h4: m[5] <= 7'b1001100;
                            4'h5: m[5] <= 7'b0100100;
                            4'h6: m[5] <= 7'b0100000;
                            4'h7: m[5] <= 7'b0001111;
                            4'h8: m[5] <= 7'b0000000;
                            4'h9: m[5] <= 7'b0001100;
                            4'ha: m[5] <= 7'b0001000;
                            4'hb: m[5] <= 7'b1100000;
                            4'hc: m[5] <= 7'b0110000;
                            4'hd: m[5] <= 7'b1000010;
                            4'he: m[5] <= 7'b0110000;
                            4'hf: m[5] <= 7'b0111000;
                         endcase
                    end
                    3'h6: begin
                        case(num)
                            4'h0: m[6] <= 7'b0000001;
                            4'h1: m[6] <= 7'b1001111;
                            4'h2: m[6] <= 7'b0010010;
                            4'h3: m[6] <= 7'b0000110;
                            4'h4: m[6] <= 7'b1001100;
                            4'h5: m[6] <= 7'b0100100;
                            4'h6: m[6] <= 7'b0100000;
                            4'h7: m[6] <= 7'b0001111;
                            4'h8: m[6] <= 7'b0000000;
                            4'h9: m[6] <= 7'b0001100;
                            4'ha: m[6] <= 7'b0001000;
                            4'hb: m[6] <= 7'b1100000;
                            4'hc: m[6] <= 7'b0110000;
                            4'hd: m[6] <= 7'b1000010;
                            4'he: m[6] <= 7'b0110000;
                            4'hf: m[6] <= 7'b0111000;
                         endcase
                    end
                    3'h7: begin
                        case(num)
                            4'h0: m[7] <= 7'b0000001;
                            4'h1: m[7] <= 7'b1001111;
                            4'h2: m[7] <= 7'b0010010;
                            4'h3: m[7] <= 7'b0000110;
                            4'h4: m[7] <= 7'b1001100;
                            4'h5: m[7] <= 7'b0100100;
                            4'h6: m[7] <= 7'b0100000;
                            4'h7: m[7] <= 7'b0001111;
                            4'h8: m[7] <= 7'b0000000;
                            4'h9: m[7] <= 7'b0001100;
                            4'ha: m[7] <= 7'b0001000;
                            4'hb: m[7] <= 7'b1100000;
                            4'hc: m[7] <= 7'b0110000;
                            4'hd: m[7] <= 7'b1000010;
                            4'he: m[7] <= 7'b0110000;
                            4'hf: m[7] <= 7'b0111000;
                         endcase
                    end
                endcase
            end
            else begin
                case(sel) 
                    3'h0: begin
                        d <= 8'b11111110;
                        seg <= m[0];
                    end
                    3'h1: begin
                        d <= 8'b11111101;
                        seg <= m[1];
                    end
                    3'h2: begin
                        d <= 8'b11111011;
                        seg <= m[2];
                    end
                    3'h3: begin
                        d <= 8'b11110111;
                        seg <= m[3];
                    end
                    3'h4: begin
                        d <= 8'b11101111;
                        seg <= m[4];
                    end
                    3'h5: begin
                        seg <= m[5];
                        d <= 8'b11011111;
                    end
                    3'h6: begin 
                        seg <= m[6];
                        d <= 8'b10111111;
                    end
                    3'h7: begin
                        seg <= m[7];
                        d <= 8'b01111111;
                    end
                endcase
            end
        end
    end
endmodule
```
**run.sh**
```bash
#!/bin/bash
# OpenROAD 26Q1-2900-gdf79404cd8, Yosys 0.63+post, stock flow scripts
make -C /OpenROAD-flow-scripts/flow DESIGN_CONFIG=/design/flow/config.mk WORK_HOME=/design/flow/orfs finish
```
==> reports/results.ini <==
[worst_setup_path]
start_kind = flop
cp-end-kind = flop
cp.arrival_ns = 1.34
crit_type = flop to flop
required_ns = 1.39
path_max_fanout = 2

[global_routing]
grt_pass1_vias = 2544
grt_pass1_wl_um = 13100
track_usage_pct = 14.9
antenna_found_initial = 0
grt_max_degree = 28
grt-ovfl-total = 0

[floorplan]
row_count = 38
boundaryPins = 25
die_w_um = 107
floorplanUtilization_pct = 30.7
die_h_um = 107
die-area_um2 = 11500
core_area_um2 = 10800

[flow_run]
tool_warnings = 30
maxCapViolations = 0

[detailed_routing]
wirelength_um = 7750
vias_per_cell = 4.73
drc = 0
dr.pass1.iters = 4
vias = 2632
drtAntennaViolNets = 0
drtIter0Drc = 136
antenna_cells = 0
routedWlPerCell_um = 13.9

[synthesis]
top_area_cell = dfrtp_1
ys_cells = 336
syn_area_um2 = 3330
synth_top_area_share_pct = 36.1
syn_inst = 336
synth_warnings = 1
flop_cell = dfrtp_1
async_reset_ff_share_pct = 78.9
yosysUniqueCellTypes = 44
ys_area_um2 = 3330
ys.flops = 71
edf_count = 15
topCellsByArea = dfrtp_1 (36%), edfxtp_1 (14%), nand2_1 (6.8%)
yosysSeqAreaShare_pct = 56.0
synth.avg_cell_area_um2 = 9.90

[pwr]
peakVddDrop_uv = 466
total_power_uw = 5830
p_leak_uw = 0.00197
p_per_area_nw_per_um2 = 1310

[status]
status = finished clean

[final_layout]
fin_area_um2 = 4440
final_cell_mix = nand2_1 (58), buf_4 (49), dfrtp_1 (48)
area_growth_pct = 33.3
drive_gt1_share_pct = 27.3
mostFrequentLayoutCell = nand2_1

[clock_network]
cts_inserted_buffers = 9
cts_root_buf = clkbuf_8
cts.hold.buffers_added = 0
worstSkewPairLatency_ns = 0.34
post_cts_buffers = 0
clock_path_buffers = 2
cts_tree = done
cts.sinks = 71
h-tree-depth = 3
clk_pin_slew_ns = 0.07

[timing]
finalSetupViolCount = 0
finalMaxSlewViolations = 0
whs_ns = 0.274
tightest_slew_ns = 0.348
fmax_ghz = 0.802
max_slew_margin_pct = 76.8
rsz0062_at_grt = false
fin_crit_ns = 1.25
period_used_pct = 95.9
finalHoldViolCount = 0
skew_ns = 0.00547

[placement]
dpl.hpwl_um = 5440
gp_congestion = 0.873
io_buffer_count = 24
dpl_cell_area_um2 = 4140

[worst_hold_path]
hp-class = input pin to flop

## area by class of cell
cell class | count | area, um^2
clock buffers | 15 | 199
flip-flops and latches | 71 | 1860
fillers | 1030 | 6400
well taps | 140 | 175
clock inverters | 1 | 30.0
multi-input cells | 235 | 1360
inverters | 10 | 43.8
repair buffers | 85 | 768
## sequential cells by signal, summed over array words and instances (netlist names)
name	cells
m	56
seg	7
d	8
## report_power, final
part           internal, uW  leakage, uW  switching [uW]
clock                  1180     0.000114             780
combinational           488      0.00102             537
sequential             2670     0.000833             177
## synth_stat cells, drive strengths merged, types with 2 or more instances
master / instances
a211o: 4
a21o: 2
a21oi: 23
a31oi: 5
a32oi: 3
buf: 18
clkbuf: 2
dfrtp: 48
dfstp: 8
edfxtp: 15
ha: 5
inv: 10
mux2i: 12
nand2: 61
nand2b: 3
nand3: 8
nor2: 36
nor2b: 6
nor3: 4
o21ai: 49
o22ai: 3
o2bb2ai: 3
## per-layer routing
layer,wire length [um],GRT usage [%],vias up,share of wire [%]
met5,0,0,-,0
met4,180,3.33,0,2.3
met2,3340,21.5,77,43
met1,3870,24.4,1230,50
li1,-,-,1311,-
met3,353,2.28,14,4.6
## worst paths after layout
kind	from	to	slack (ns)	cells after the start
hold / removal	sel[0]	d[3]$_DFFE_PP_	0.27	2
min in group asynchronous	reset	m[32]$_DFFE_PP0P_	0.43	4
max in group asynchronous	reset	m[21]$_DFFE_PP1P_	0.63	4
setup reg to reg	m[22]$_DFFE_PP0P_	seg[1]$_DFFE_PP_	0.05	3
hold reg to reg	m[42]$_DFFE_PP1P_	m[42]$_DFFE_PP1P_	0.47	2
setup / recovery	m[22]$_DFFE_PP0P_	seg[1]$_DFFE_PP_	0.05	3
## worst max-delay path, cell delays in order (launching register included)
cell	delay, ns
dfrtp_1	0.38
mux2_4	0.28
a32oi_2	0.23
a31oi_1	0.11
## what timing repair did
action                                  in CTS  in global routing
endpoints found under the setup margin      81                 55
cloned                                       1                  0
pin swaps                                    1                  1
hold endpoints to repair                     0                  0
resized                                     33                 16
## stage by stage
step           setup TNS [ns]  cells  setup WS [ns]  utilization [%]
2_1_floorplan         -0.0151    336        -0.0151                -
3_3_place_gp           -38.32    540         -0.611             38.2
3_5_place_dp           -39.56    540         -0.617             38.2
4_1_cts                     0    557        0.00274             40.8
5_1_grt                     0    557        0.00250             40.9
6_report                    0    557         0.0537             40.9
## logic make-up (layout without fill, tap and decap cells)
group / after synthesis / count (layout) / share of synthesized area [%]
simple gates: 121 / 121 / 16.1
mux: 13 / 13 / 3.95
buf+inv: 30 / 111 / 4.78
flops: 71 / 71 / 56.0
compound gates: 96 / 96 / 17.4
fa+ha+maj: 5 / 5 / 1.88
Power is estimated from default activity; no workload was simulated.
